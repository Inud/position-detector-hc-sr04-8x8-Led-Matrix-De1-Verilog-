$ cat ./run.sh
#!/bin/bash
# OpenROAD 26Q1-2900-gdf79404cd8, Yosys 0.63+post, stock flow scripts
make -C /OpenROAD-flow-scripts/flow DESIGN_CONFIG=/design/flow/config.mk WORK_HOME=/design/flow/orfs finish
$ cat ./config.mk
export PLATFORM = sky130hd
export DESIGN_NAME = bin2bcd
export DESIGN_NICKNAME = bin2bcd
export VERILOG_FILES = /design/flow/design.v
export SDC_FILE = /design/flow/constraint.sdc
export NUM_CORES = 4
export LEC_CHECK = 1
export CORE_UTILIZATION = 40
$ cat ./constraint.sdc
current_design bin2bcd

set clk_period 12.7
set clk_io_pct 0.2

create_clock -name clk0 -period $clk_period

set non_clock_inputs [all_inputs -no_clocks]
set_input_delay [expr $clk_period * $clk_io_pct] -clock clk0 $non_clock_inputs
set_output_delay [expr $clk_period * $clk_io_pct] -clock clk0 [all_outputs]
$ cat ./design.v
module add3_ge5(w,a); 	 
	input [3:0] w; 
	output [3:0] a; 
	reg [3:0] a; 
	always @ (w) 
		case (w) 
			4'b0000: a <= 4'b0000; 
			4'b0001: a <= 4'b0001; 
			4'b0010: a <= 4'b0010; 
			4'b0011: a <= 4'b0011; 
			4'b0100: a <= 4'b0100; 
			4'b0101: a <= 4'b1000; 
			4'b0110: a <= 4'b1001; 
			4'b0111: a <= 4'b1010; 
			4'b1000: a <= 4'b1011; 
			4'b1001: a <= 4'b1100;
			4'b1010: a <= 4'b1101;	
			4'b1011: a <= 4'b1110;	
			4'b1100: a <= 4'b1111;	
			default: a <= 4'b0000;  
		endcase 
endmodule 
module bin2bcd(B, BCD_0, BCD_1, BCD_2, BCD_3);  
	input [13:0] B;
	output [3:0] BCD_0, BCD_1, BCD_2, BCD_3;
	wire [3:0]	w1,w2,w3,w4,w5,w6,w7,w8,w9,w10,w11,w12,w13;
	wire [3:0]	w14,w15,w16,w17,w18,w19,w20,w21,w22,w23,w24,w25;
	wire [3:0]	a1,a2,a3,a4,a5,a6,a7,a8,a9,a10,a11,a12,a13;
	wire [3:0]	a14,a15,a16,a17,a18,a19,a20,a21,a22,a23,a24,a25;
	add3_ge5 A1 (w1,a1);
	add3_ge5 A2 (w2,a2);
	add3_ge5 A3 (w3,a3);
	add3_ge5 A4 (w4,a4);
	add3_ge5 A5 (w5,a5);
	add3_ge5 A6 (w6,a6);
	add3_ge5 A7 (w7,a7);
	add3_ge5 A8 (w8,a8);
	add3_ge5 A9 (w9,a9);
	add3_ge5 A10 (w10,a10);
	add3_ge5 A11 (w11,a11);
	add3_ge5 A12 (w12,a12);
	add3_ge5 A13 (w13,a13);
	add3_ge5 A14 (w14,a14);
	add3_ge5 A15 (w15,a15);
	add3_ge5 A16 (w16,a16);
	add3_ge5 A17 (w17,a17);
	add3_ge5 A18 (w18,a18);
	add3_ge5 A19 (w19,a19);
	add3_ge5 A20 (w20,a20);
	add3_ge5 A21 (w21,a21);
	add3_ge5 A22 (w22,a22);
	add3_ge5 A23 (w23,a23);
	add3_ge5 A24 (w24,a24);
	add3_ge5 A25 (w25,a25);
	assign  w1 = {1'b0, B[13:11]};
	assign  w2 = {a1[2:0], B[10]};
	assign  w3 = {a2[2:0], B[9]};
	assign  w4 = {1'b0, a1[3], a2[3], a3[3]};
	assign  w5 = {a3[2:0], B[8]};
	assign  w6 = {a4[2:0], a5[3]};
	assign  w7 = {a5[2:0], B[7]};
	assign  w8 = {a6[2:0], a7[3]};
	assign  w9 = {a7[2:0], B[6]};
	assign  w10 = {1'b0, a4[3], a6[3], a8[3]};
	assign  w11 = {a8[2:0], a9[3]};
	assign  w12 = {a9[2:0], B[5]};
	assign  w13 = {a10[2:0], a11[3]};
	assign  w14 = {a11[2:0], a12[3]};
	assign  w15 = {a12[2:0], B[4]};
	assign  w16 = {a13[2:0], a14[3]};
	assign  w17 = {a14[2:0], a15[3]};
	assign  w18 = {a15[2:0], B[3]};
	assign  w19 = {a16[2:0], a17[3]};
	assign  w20 = {a17[2:0], a18[3]};
	assign  w21 = {a18[2:0], B[2]};
	assign  w22 = {a10[3], a13[3], a16[3], a19[3]};
	assign  w23 = {a19[2:0], a20[3]};
	assign  w24 = {a20[2:0], a21[3]};
	assign  w25 = {a21[2:0], B[1]};
	assign BCD_0 = {a25[2:0],B[0]};
	assign BCD_1 = {a24[2:0],a25[3]};
	assign BCD_2 = {a23[2:0],a24[3]};
	assign BCD_3 = {a22[2:0],a23[3]};
endmodule
==> qor.txt <==
Via-to-Cell Ratio: 5.57
Die area: 12700 um2
Num ports: 30
Flop count: 0
Commonest Layout Cell: buf_4
Final antenna-violating net count: 0
Slew @ Worst Pin: 0.765 ns
Pins Over Slew Limit: 0
Routed wire length per instance: 14.9 um
Top cells excl fill/tap: buf_4 (341), inv_1 (40), ha_1 (35)
Synth area leaders: ha_1 (20%), inv_1 (5.4%), mux2i_1 (4.9%)
GP Congestion: 0.951
First drt pass iteration count: 5
Top delay family on crit path: AND-OR/OR-AND gates
Initial antenna violation count: 0
Chip area line of the yosys report: 4880 um2
Clk_buf instances: 0
CP max stage delay: 0.38 ns
Global-route wire length before repair: 26700 um
Sequential area share after synthesis: 0%
Synth Instances: 644
Synth Cell Area: 4880 um2
Detailed Route WL: 17400 um
Yosys warning tally: 1
DP Worst Slack: -0.907 ns
CP bufs+invs: 14
1st-iter DRT viols: 342
Die Wd: 112 um
Final Hold Violation Tally: 0
Post-synthesis cell type count: 100
Status: complete, but fails checks
Relative slew slack: 48.5%
Grt ovf: 0
# Cells Yosys: 644
CP endpoint kind: output port
Vias in the first global route: 5917
Post-synthesis area per instance: 7.58 um2
Warning total across the stage logs: 93
Comb area: 5640 um2
Core Rows: 39
DP Wirelength: 11600 um
Sum of negative setup slack: -0.745 ns
Area share of the largest cell type after synthesis: 20.2%
Drc violations: 0
Max-cap viol count: 0
Critical Path AT: 10.32 ns
Largest net degree at the start of global routing: 12
Worst setup margin: -0.158 ns
Failing checks: setup timing
Area growth syn-to-layout: 88.0%
Period utilisation layout: 101%
WHS: 5.08 ns
Startpoint Class: primary input
CP dominant cell by count: buf_4
Core area: 11700 um2
Fin crit period: 12.86 ns
CP Max Fanout: 4
Area leader, netlist: ha_1
Worst hold path type: in2out
Die Ht: 112 um
Fillers: 662
PortBufs: 28
Fp util: 41.9%
All-Layer GR Usage: 24.8%
Critical path class: in2out
RSZ-0062 raised after global routing: yes
Via count: 6480
Fin util: 78.7%
F_max: 77.8 MHz
Register area: 0 um2
Diode count: 0
Final Setup Violations: 8
Slowest-stage cell, CP: a211o_4
Crit path DRT: 10.16 ns
Share of layout cells above drive strength 1: 61.0%
==> worst paths after layout <==
path	startpoint	end	slack, ns	cells after the start
setup / recovery	B[11]	BCD_0[3]	-0.16	49
hold / removal	B[0]	BCD_0[0]	5.08	0
==> cell families after synthesis <==
family,share of synthesized area [%]
simple gates,21.3
buf+inv,7.79
fa+ha+maj,20.2
compound gates,37.7
mux,10.1
xor+xnor,2.87
==> timing repair <==
item / 4_1_cts / 5_1_grt
gates resized: 164 / 109
pin swaps: 79 / 68
hold buffers: 0 / 0
setup endpoints to repair: 15 / 15
endpoints found under the hold margin: 0 / 0
buffers inserted: 61 / 29
==> per-stage QoR <==
stage,area (um2),instances
2_1_floorplan,5080,644
3_3_place_gp,7530,1077
3_5_place_dp,7530,1077
4_1_cts,8570,1137
5_1_grt,9180,1164
6_report,9180,1164
==> area by class of cell <==
class | instances | area share (%)
multi-input combinational | 557 | 61.5
tap | 143 | 1.95
inverter | 72 | 3.02
timing repair buffer | 392 | 33.6
==> layer usage <==
layer	vias to the layer above	track usage (%)	wire [um]
li1	3224	-	-
met1	3083	37.4	8710
met2	163	41.4	8040
met3	10	0.715	558
met4	0	1.51	83
met5	-	0	0
==> synth_stat cells (5+ instances only) <==
cell       instances
nor2_1            39
a31oi_1           13
a211oi_1          13
or2_2              8
mux2i_2            6
nand2b_1           6
nand4_1            5
o21a_1            10
o21ai_0           25
nor2b_1            9
a21oi_1           33
o31ai_1            7
o21ai_1            8
inv_1             70
mux2i_1           24
or3_1              7
o22ai_1            6
nand3_1           25
and3_1             7
buf_6              5
o2111ai_1          5
nand2_1           41
a221oi_1           9
ha_1              79
a221oi_2           6
o211ai_1          13
xnor2_1           15
mux4_2             5
nor3_1            14
