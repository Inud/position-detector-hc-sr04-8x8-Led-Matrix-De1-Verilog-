## /design/flow/config.mk

```make
export PLATFORM = sky130hd
export DESIGN_NAME = ranging_module
export DESIGN_NICKNAME = ranging_module
export VERILOG_FILES = /design/flow/design.v
export SDC_FILE = /design/flow/constraint.sdc
export NUM_CORES = 4
export LEC_CHECK = 1
export CORE_UTILIZATION = 30
```

## /design/flow/constraint.sdc

```tcl
current_design ranging_module

set clk_period 7.0
set clk_io_pct 0.2

create_clock -name clk0 -period $clk_period [get_ports {clk}]

set non_clock_inputs [all_inputs -no_clocks]
set_input_delay [expr $clk_period * $clk_io_pct] -clock clk0 $non_clock_inputs
set_output_delay [expr $clk_period * $clk_io_pct] -clock clk0 [all_outputs]
```

## /design/flow/design.v

```verilog
module ranging_module(
	input wire clk,
	input wire echo,
	input wire reset,
	input wire [31:0] collegamenti,
	output reg trig,
	output wire [11:0] distance,
	output wire [23:0] period_cnt_output,
	output wire [31:0] period_cnt_full_out
);
	parameter maxDistance = 1010;  
	parameter calibrationEcho = 295;   
	parameter period_cnt_full_max =5000000;
	assign period_cnt_full_out = period_cnt_full_max;
	reg [23:0] period_cnt;
	wire period_cnt_full;
	always @(posedge clk or posedge reset)
		begin
			if (reset)
				period_cnt <= 0;
			else
				begin
					if (period_cnt_full)
						begin
							period_cnt <= 0;
						end
					else
						begin
							period_cnt <= period_cnt + 1;
						end
				end
		end
	assign period_cnt_full = (period_cnt == period_cnt_full_max + 1);
	assign period_cnt_output = period_cnt;
	always @(posedge clk or posedge reset)
		begin
			if (reset)
				trig <= 0;
			else
				trig <= ( period_cnt > 1000 && period_cnt < 51000);
		end
	reg [11:0] echo_length;
	always @(posedge clk or posedge reset)
		begin
			if (reset)
				echo_length <= 0;
			else
				begin
					if (trig || echo_length == calibrationEcho) 
						echo_length <= 0;
					else if (echo)
						echo_length <= echo_length + 1;
				end
		end
	reg [11:0] distance_temp;
	always @(posedge clk or posedge reset)	
		begin
			if (reset)
				distance_temp <= 0;
			else
				begin
					if (trig)
						distance_temp <= 0;
					else if (echo && echo_length == calibrationEcho && distance_temp < maxDistance) 
						distance_temp <= distance_temp + 1;
				end
		end
	 reg [11:0] distance_output;
	 always @(posedge clk or posedge reset)
	 	begin
	 		if (reset)
	 			distance_output <= 0;
	 		else if (period_cnt_full)
				begin
					distance_output <= distance_temp;					
				end
	 	end
	assign distance = distance_output / 10;  
endmodule
```

## /design/flow/run.sh

```bash
#!/bin/bash
# OpenROAD 26Q1-2900-gdf79404cd8, Yosys 0.63+post, stock flow scripts
make -C /OpenROAD-flow-scripts/flow DESIGN_CONFIG=/design/flow/config.mk WORK_HOME=/design/flow/orfs finish
```

==> results.json <==
{
  "top_area_share_pct": 29.5,
  "start_kind": "flop",
  "drive_above_1_share_pct": 21.4,
  "dr_total_vias": 4712,
  "grt_pass1_vias": 4111,
  "post-route-util_pct": 38.8,
  "max_stage_delay_ns": 0.46,
  "chipHeight_um": 133,
  "clockBufferDepth": 2,
  "hpwl_um": 8670,
  "drv_cap": 0,
  "worst_pin_slew_ns": 0.850,
  "path_cells": "nor2_4 > inv_2 > ha_4 > nor2b_4 > a2111o_1 > buf_4 > a21oi_4 > o221ai_2 > and2_4 > a22o_4 > a211oi_4 > o21ai_2 > buf_4 > xnor2_2 > o31ai_4 > buf_4 > nor4_2 > nor4b_4 > o22a_1 > a221o_1 > nand4_1 > clkdlybuf4s50_1",
  "ys.flops": 61,
  "fp-utilization_pct": 30.9,
  "status": "finished, final reports clean",
  "grt_pass1_wl_um": 20300,
  "power_density_nw_per_um2": 140,
  "worstHoldStart": "period_cnt[23]",
  "cp_max_fo": 7,
  "cts.sinks": 61,
  "cp_common_cell": "buf_4",
  "synthFlopType": "dfrtp_1",
  "drc": 0,
  "cts-buffers-inserted": 9,
  "max_freq_mhz": 147,
  "drv_slew": 0,
  "viasPerCell": 5.22,
  "grt_usage_pct": 13.8,
  "period_minus_slack_ns": 6.82,
  "worstPathRequired_ns": 5.60,
  "syn_to_final_growth_pct": 25.5,
  "grt_max_degree": 62,
  "finalWorstSetupSlack_ns": 0.180,
  "whs_ns": 0.499,
  "wire_per_inst_um": 13.7,
  "edf_count": 0,
  "syn_area_per_cell_um2": 8.46,
  "core-area_um2": 16700,
  "synthCells": 611,
  "setup_viol": 0,
  "finalSetupTns_ns": 0,
  "topCellsByArea": "dfrtp_1 30%, buf_4 5.2%, nor2_1 5.0%",
  "clk_latency_ns": 0.32,
  "syn_area_um2": 5170,
  "yosys_cells": 611,
  "chipArea_um2": 17800,
  "slew_headroom_pct": 42.8,
  "crit_type": "reg -> out",
  "io_buffers": 36,
  "dpl.cell_count": 862,
  "cts_max_level": 3,
  "end_kind": "output pin",
  "cts_root_buf": "clkbuf_16",
  "netlist_top_cells_count": "69 x nor2_1, 61 x dfrtp_1, 50 x nand2_1",
  "clk_pin_slew_ns": 0.05,
  "r2r_start": "echo_length[9]",
  "antenna_found_initial": 0,
  "finalHoldViolations": 0,
  "detail-route-antenna-nets": 0,
  "postRouteWirelength_um": 12400,
  "yosys.area.top_type": "dfrtp_1",
  "finalClockPeriodUsage_pct": 97.4,
  "ir_drop_mv": 0.153,
  "slowest_stage": "clkdlybuf4s50_1",
  "startpoint": "distance_output[10]",
  "drt_iter0_drc": 378,
  "antenna_cells": 0,
  "crit_arrival_ns": 5.42,
  "yosysChipArea_um2": 5170,
  "tool_warnings": 59,
  "fin_cells": 903,
  "rows": 47,
  "grt_remaining_overflow": 0,
  "postSynthSeqShare_pct": 29.5,
  "ios": 104,
  "place_congestion": 0.887,
  "final.setup_skew_ns": 0.00557,
  "leakage_nw": 2.65,
  "hold_buffers": 0,
  "yosysWarnings": 1,
  "dp_slack_ns": 0.112,
  "first_pass_iters": 5,
  "synthArstFlopShare_pct": 100,
  "die_w_um": 133,
  "synth_cell_type_count": 98,
  "tritoncts": "built",
  "synth_top_cell_by_count": "nor2_1",
  "hold_class": "reg -> reg"
}
[power breakdown]
group / internal, mW / leakage, nW / total (mW) / switching, mW
sequential: 0.373 / 0.829 / 0.395 / 0.0228
combinational: 0.0239 / 1.67 / 0.0538 / 0.0300
clock: 0.309 / 0.151 / 0.462 / 0.152
[worst max-delay path: cells and delay by family, from the launching register on]
| kind | cells | cell delay (ns) |
|---|---|---|
| adders and majority gates | 1 | 0.29 |
| AOI/OAI and AO/OA | 9 | 2.29 |
| DFF | 1 | 0.40 |
| and+or+nand+nor | 6 | 0.78 |
| buffers and inverters | 5 | 1.00 |
| xor gates and xnor gates | 1 | 0.32 |
[kinds of logic (layout without fill, tap and decap cells)]
family,count (synthesis),count (layout),share of synthesized area [%]
simple gates,244,244,24.6
compound gates,156,156,24.4
buf+inv,79,118,8.45
flops,61,61,29.5
xor+xnor,48,48,8.28
mux,12,12,2.47
fa+ha+maj,9,9,2.06
other cells,2,35,0.145
[repair_timing]
action | in CTS | in global routing
pin swaps | 15 | 27
resized | 8 | 38
endpoints found under the setup margin | 1 | 2
setup buffers | 14 | 11
[placed cells by master, fill, tap and decap left out, types with 6 or more instances in the layout]
cell type        instances
nand4_1                 11
nor2_1                  68
dfrtp_1                 61
nand2_1                 49
nand2b_1                11
o21ai_0                 23
nor4_1                   6
xor2_1                  27
buf_4                   40
o211ai_1                 6
inv_1                   14
nand3_1                 28
a21oi_1                 21
clkbuf_16                9
nor3_1                  12
xnor2_1                 19
inv_2                    6
mux2_2                   6
conb_1                  35
clkdlybuf4s50_1         36
and3_1                  11
mux2i_1                  6
[registers in the layout, indices dropped and copies added (netlist names)]
| register | flops |
|---|---|
| distance_temp | 12 |
| period_cnt | 24 |
| echo_length | 12 |
| trig | 1 |
| distance_output | 12 |
[routing by layer]
| layer | part of all wire, % | GRT usage, % | up-vias |
|---|---|---|---|
| met1 | 50 | 22.3 | 2264 |
| met5 | 0 | 0 | - |
| met2 | 45 | 20.6 | 125 |
| met3 | 4.4 | 1.20 | 14 |
| li1 | - | - | 2309 |
| met4 | 1.1 | 2.15 | 0 |
[final cells by class]
class                           count  area (µm²)
Fill cell                        1635       10200
Multi-Input combinational cell    504        3580
Sequential cell                    61        1530
Timing Repair Buffer               80         706
Tap cell                          220         275
Clock buffer                        9         225
Clock inverter                      7        90.1
Inverter                           22        82.6
[path summary, 6_finish.rpt]
| path | cells after the start | endpoint | slack [ns] |
|---|---|---|---|
| max | 22 | distance[0] | 0.18 |
| min | 1 | period_cnt[23] | 0.50 |
| max reg2reg | 8 | distance_temp[8] | 3.90 |
| min reg2reg | 1 | period_cnt[23] | 0.50 |
| max in group asynchronous | 3 | distance_output[6] | 4.90 |
| min in group asynchronous | 3 | echo_length[7] | 1.61 |
[per-stage QoR]
stage | instance area (µm²) | power [mW]
after floorplan | 5290 | 0.454
after global placement | 5720 | 0.454
after detailed placement | 5720 | 0.454
after CTS | 6190 | 0.922
after global routing | 6480 | 0.948
final | 6480 | 0.911
No activity file was given, so power comes from the tool's default toggle rates.
